### ./constraint.sdc
current_design signal_generator

set clk_period 2.4
set clk_io_pct 0.2

create_clock -name clk0 -period $clk_period [get_ports {clk25}]

set non_clock_inputs [all_inputs -no_clocks]
set_input_delay [expr $clk_period * $clk_io_pct] -clock clk0 $non_clock_inputs
set_output_delay [expr $clk_period * $clk_io_pct] -clock clk0 [all_outputs]
### ./run.sh
#!/bin/bash
# OpenROAD 26Q1-2900-gdf79404cd8, Yosys 0.63+post, stock flow scripts
make -C /OpenROAD-flow-scripts/flow DESIGN_CONFIG=/design/flow/config.mk WORK_HOME=/design/flow/orfs finish
### ./config.mk
export PLATFORM = sky130hd
export DESIGN_NAME = signal_generator
export DESIGN_NICKNAME = signal_generator
export VERILOG_FILES = /design/flow/design.v
export SDC_FILE = /design/flow/constraint.sdc
export NUM_CORES = 4
export LEC_CHECK = 1
export CORE_AREA = 10 10 108 108
export DIE_AREA = 0 0 118 118
### ./design.v
module signal_generator(input clk25,
       output hsyncOut,
       output vsyncOut,
       output [9:0] xposOut,
       output [9:0] yposOut);
reg
[9:0] xpos;
reg
[9:0] ypos;
wire
endline = (xpos == 799);
always
@(posedge clk25) begin
 if (endline)
   xpos <= 0;
 else
   xpos <= xpos + 1;
end
always
@(posedge clk25) begin
 if (endline) begin
  if (ypos == 520)
   ypos <= 0;
  else
   ypos <= ypos + 1; 
 end
end
reg
hsync, vsync;
always
@(posedge clk25) begin
 hsync <= ~(xpos > 664 && xpos
<= 759);   
 vsync <= ~(ypos == 490 || ypos ==
491);    
end
assign
hsyncOut = hsync;
assign
vsyncOut = vsync;
assign
xposOut = xpos;
assign
yposOut = ypos;
endmodule
==> flow_metrics.py <==
# Metrics from the implementation run
metrics = {
    "place": {
        "io_buffers": 22,
        "gp_congestion": 0.748,
        "place_area_sq_mm": 0.00144,
        "place.detailed.hpwl_um": 1920,
    },
    "sta": {
        "min_period_ns": 1.78,
        "fin_setup_tns_ns": 0,
        "slew_viol_final": 0,
        "timing.final.crit_share_pct": 74.3,
        "rsz0062_at_grt": "false",
        "setup_viol": 0,
        "hold_viol": 0,
        "slew_headroom_pct": 73.2,
        "clock_skew_ns": 0.00500,
        "max_freq_mhz": 560,
        "worst_pin_slew_ns": 0.397,
    },
    "pwr": {
        "power_mw": 0.694,
        "combPwrFrac_pct": 0,
        "internal-power_mw": 0.569,
        "power_density_mw_per_mm2": 460,
        "p_leak_nw": 0.561,
        "power_switching_mw": 0.125,
        "power_frac_clock_pct": 44.1,
        "p_sw_share_pct": 18.0,
        "ir_drop_v": 0.000121,
        "seqPwrFrac_pct": 55.9,
    },
    "cells_and_area": {
        "mi_logic_area_sq_um": 490,
        "final_area_sq_mm": 0.00151,
        "drive_gt1_share_pct": 6.30,
        "syn_to_final_growth_pct": 43.2,
        "nFillCells": 1051,
        "flop_area_sq_um": 541,
    },
    "critical_path": {
        "start_kind": "flip-flop",
        "cp.required_ns": 1.92,
        "r2r_start": "ypos[5]",
        "critPathSlowestCell": "clkdlybuf4s50_1",
        "max_stage_delay_ns": 0.54,
        "arrival_ns": 1.30,
        "worst-path-buf-inv": 1,
        "cp_max_fo": 7,
        "reg2reg_slack_ns": 0.70,
        "crit_chain": "clkdlybuf4s50_1",
        "reg2reg_depth": 3,
        "cp_top_family": "buffers and inverters",
        "crit_path_end_kind": "primary output",
        "r2r-end": "ypos[2]",
        "path_class": "reg2out",
    },
    "job": {
        "maxCapViolCount": 0,
        "openroad.warnings": 28,
    },
    "drt": {
        "vias_per_cell": 3.20,
        "drt_iter0_drc": 57,
        "drt_wl_total_um": 2470,
        "ant_nets": 0,
        "n_antenna_cell": 0,
        "dr.pass1.iters": 4,
        "via_count": 819,
        "wl_per_cell_um": 9.64,
        "drcViolationCount": 0,
    },
    "hold_path": {
        "min_path_cells": 1,
        "worstHoldStart": "xpos[7]",
        "whs_endpoint": "hsync",
        "hold_path_class": "reg2reg",
    },
    "synth": {
        "yosysTopAreaCell": "edfxtp_1",
        "synth_area_per_cell_sq_um": 10.5,
        "netlist_area_sq_mm": 0.00105,
        "fa_ha_area_share_pct": 5.94,
        "edf_count": 10,
        "yosys.area_share.simple_pct": 25.4,
        "synth.comb.largest_family": "simple AND/OR/NAND/NOR gates",
        "ys.flops": 22,
        "syn_inst": 100,
        "mux_share_pct": 0,
        "ys_top_cells_by_count": "dfxtp_1 (12), nor2_1 (11), edfxtp_1 (10)",
        "ys_seq_share_pct": 51.3,
        "synth-warning-count": 1,
        "ys_cells": 100,
        "compound_area_share_pct": 5.23,
        "synth_cell_types": 27,
        "synth_top_cell_by_count": "dfxtp_1",
        "top_cell_area_share_pct": 28.5,
        "xor_share_pct": 9.98,
        "ys_area_sq_mm": 0.00105,
        "async_reset_ff_share_pct": 0,
        "synthFlopType": "dfxtp_1",
        "area_leaders": "edfxtp_1 (29%), dfxtp_1 (23%), xor2_1 (6.7%), ha_1 (5.9%), nor2_1 (3.9%)",
    },
    "global_route": {
        "grt_pass1_vias": 768,
        "grt_use_met3_pct": 1.36,
        "grt_overflow_total": 0,
        "use_met1_pct": 4.93,
        "grt.busiest_layer": "met2",
        "grt_pass1_wl_um": 4130,
        "met2_usage_pct": 5.10,
        "antenna_found_initial": 0,
        "grt_usage_pct": 3.56,
        "grt_max_degree": 15,
    },
    "cts": {
        "cts_made_buffers": 3,
        "cts-root-buf": "clkbuf_8",
        "cts-resized-gates": 0,
        "cts_sinks": 22,
        "cts_tree": "done",
        "clk_path_buf_depth": 2,
        "htree_levels": 1,
        "post_cts_buffers": 0,
        "path_clk_slew_ns": 0.08,
        "ctsHoldBuffers": 0,
        "clk_latency_ns": 0.27,
    },
    "floorplanning": {
        "core_sq_mm": 0.00928,
        "io-pin-count": 23,
        "initCoreUtil_pct": 11.3,
        "die_area_sq_mm": 0.0139,
        "die_y_um": 118,
        "die_w_um": 118,
        "rows": 35,
    },
    "run_status": {
        "status": "finished clean",
    },
}
[logic make-up after synthesis]
group                    Yosys count
AND/OR/NAND/NOR                   47
adder cells (fa/ha/maj)            5
AND-OR/OR-AND                      8
buffers and inverters              6
XOR/XNOR                          12
flip-flops                        22
[flip-flops by register name (all words and copies together) (netlist names)]
| register | count |
|---|---|
| ypos | 10 |
| hsync | 1 |
| xpos | 10 |
| vsync | 1 |
[worst max path at each step]
stage	start	to	slack (ns)	depth (start not counted)
final	xpos[3]	xposOut[3]	0.62	1
after global routing	ypos[5]	ypos[2]	0.58	3
after CTS	xpos[3]	xposOut[3]	0.62	1
[power groups by stage]
| stage | clock network [mW] | registers [mW] | logic, mW |
|---|---|---|---|
| after CTS | 0.313 | 0.388 | 0.000000314 |
| after global routing | 0.330 | 0.388 | 0.000000314 |
| final | 0.306 | 0.388 | 0.000000314 |
[cell usage in the layout, fill, tap and decap left out]
cell type / Yosys / routed
clkdlybuf4s50_1: 0 / 22
dfxtp_1: 12 / 12
nor2_1: 11 / 11
edfxtp_1: 10 / 10
xor2_1: 8 / 8
nand2_1: 7 / 7
inv_1: 6 / 6
nand3_1: 6 / 6
or4_1: 5 / 5
ha_1: 5 / 5
nand4_1: 4 / 4
nor2b_1: 4 / 4
xnor2_1: 4 / 4
nor3_1: 3 / 3
clkbuf_8: 0 / 3
a21oi_1: 2 / 2
o31ai_1: 1 / 1
or3b_1: 1 / 1
nor3_2: 1 / 1
or2_2: 1 / 1
o21bai_1: 1 / 1
nand2b_1: 1 / 1
nor4_4: 1 / 1
o221ai_1: 1 / 1
o21ai_0: 1 / 1
or3_1: 1 / 1
o211ai_1: 1 / 1
o311ai_0: 1 / 1
nand4b_1: 1 / 1
clkbuf_16: 0 / 1
buf_4: 0 / 1
[per-stage QoR]
stage	hold WS [ns]	worst slack [ns]	utilization [%]	std cells
2_1_floorplan	0.404	0.716	-	100
3_3_place_gp	0.449	0.758	15.5	252
3_5_place_dp	0.457	0.710	15.5	252
4_1_cts	0.479	0.616	16.3	256
5_1_grt	0.503	0.580	16.3	256
6_report	0.483	0.616	16.3	256
[area by class of cell]
| type | count | share of cell area (%) |
|---|---|---|
| Sequential cell | 22 | 35.8 |
| Multi-Input combinational cell | 72 | 32.5 |
| Timing Repair Buffer | 23 | 15.1 |
| Tap cell | 129 | 10.7 |
| Clock buffer | 4 | 4.39 |
| Inverter | 6 | 1.49 |
[per-layer routing]
layer | share of wire, % | vias up
li1 | - | 412
met1 | 48 | 387
met2 | 43 | 15
met3 | 6.3 | 5
met4 | 2.9 | 0
met5 | 0 | -
Power is estimated from default activity; no workload was simulated.
